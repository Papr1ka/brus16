==> flow/design.v <==
module button_controller
#(
    parameter BUTTON_COUNT       = 16,
    parameter BUTTON_ADDR        = (1 << 13) - (1 << 6) * 6 - 16,
    parameter ADDR_WIDTH         = 13,
    parameter BUTTON_COUNT_WIDTH = 4
)
(
    input  wire                    clk,
    input  wire                    reset,        
    input  wire                    copy_start,   
    input  wire [BUTTON_COUNT-1:0] buttons_in,   
    output reg                     mem_dout_we,
    output wire [ADDR_WIDTH-1:0]   mem_dout_addr,
    output reg  [15:0]             mem_dout
);
localparam LAST_BUTTON_ADDR = ADDR_WIDTH'(BUTTON_ADDR + BUTTON_COUNT - 1);
reg   [ADDR_WIDTH-1:0] addr;
logic [ADDR_WIDTH-1:0] addr_new;
assign mem_dout_addr = addr;
assign mem_dout      = {15'b0, {buttons_in[BUTTON_COUNT_WIDTH'(addr - BUTTON_ADDR)]}};
reg   state;
logic state_new;
localparam WAIT = 1'b0;
localparam COPY = 1'b1;
wire is_last_button_addr = addr == LAST_BUTTON_ADDR;
always_comb begin
    case ({state, copy_start, is_last_button_addr})
        {WAIT, 1'b1, 1'b0}: state_new = COPY;
        {COPY, 1'b0, 1'b1}: state_new = WAIT;
        {COPY, 1'b0, 1'b0}: state_new = COPY;
        default:            state_new = WAIT;
    endcase
end
always_comb begin
    case ({state, copy_start, is_last_button_addr})
        {WAIT, 2'b00},
        {WAIT, 2'b01},
        {WAIT, 2'b10},
        {COPY, 2'b01}: addr_new = addr;
        default:       addr_new = addr + 1;
    endcase
end
always_ff @(posedge clk) begin
    if (reset) begin
        state <= WAIT;
        addr  <= ADDR_WIDTH'(BUTTON_ADDR);
        mem_dout_we <= 1'b0;
    end else begin
        addr  <= addr_new;
        state <= state_new;
        mem_dout_we <= state_new;
    end
end
endmodule
module buttons_top
#(
    parameter DATA_ADDR_WIDTH = 13,
    parameter DS2_CLK_RATIO   = 750,
    parameter BUTTON_COUNT    = 16,
    parameter BUTTON_ADDR     = (1 << 13) - (1 << 6) * 6 - 16
)
(
    input wire clk,
    input wire reset,
    input wire copy_start,
    input wire bc_reset_pulse,
    output wire joystick_clk_0,
    output wire joystick_mosi_0,
    input  wire joystick_miso_0,
    output wire joystick_cs_0,
    output wire joystick_clk_1,
    output wire joystick_mosi_1,
    input  wire joystick_miso_1,
    output wire joystick_cs_1,
    output wire [15:0]                buttons,
    output wire                       mem_dout_we,
    output wire [DATA_ADDR_WIDTH-1:0] mem_dout_addr,
    output wire [15:0]                mem_dout
);
wire [15:0] joystick_buttons_0;
wire [15:0] joystick_buttons_1;
wire        data_valid_0;
wire        data_valid_1;
assign buttons = (~joystick_buttons_0) | (~joystick_buttons_1);
wire [15:0] brus_buttons = ~{
    joystick_buttons_1[2],   
    joystick_buttons_1[3],   
    joystick_buttons_1[1],   
    joystick_buttons_1[0],   
    joystick_buttons_1[10],  
    joystick_buttons_1[8],   
    joystick_buttons_1[9],   
    joystick_buttons_1[11],  
    joystick_buttons_0[2],   
    joystick_buttons_0[3],   
    joystick_buttons_0[1],   
    joystick_buttons_0[0],   
    joystick_buttons_0[10],  
    joystick_buttons_0[8],   
    joystick_buttons_0[9],   
    joystick_buttons_0[11]   
};
dualshock_spi_master #(
    .CLK_RATIO(DS2_CLK_RATIO)
)
controller0 (
    .clk(clk),
    .reset(reset),
    .spi_miso(joystick_miso_0),
    .spi_clk(joystick_clk_0),
    .spi_cs(joystick_cs_0),
    .spi_mosi(joystick_mosi_0),
    .data_valid(data_valid_0),
    .rx_buffer(joystick_buttons_0)
);
dualshock_spi_master #(
    .CLK_RATIO(DS2_CLK_RATIO)
)
controller1 (
    .clk(clk),
    .reset(reset),
    .spi_miso(joystick_miso_1),
    .spi_clk(joystick_clk_1),
    .spi_cs(joystick_cs_1),
    .spi_mosi(joystick_mosi_1),
    .data_valid(data_valid_1),
    .rx_buffer(joystick_buttons_1)
);
button_controller #(
    .BUTTON_COUNT(BUTTON_COUNT),
    .BUTTON_ADDR(BUTTON_ADDR)
)
button_controller(
    .clk(clk),
    .reset(reset | bc_reset_pulse),
    .copy_start(copy_start),
    .buttons_in(brus_buttons),
    .mem_dout_we(mem_dout_we),
    .mem_dout_addr(mem_dout_addr),
    .mem_dout(mem_dout)
);
endmodule
module dualshock_spi_master
#(
    parameter CLK_RATIO = 750,
    parameter TX_START = 1,
    parameter TX_SIZE = 24,
    parameter TX_DATA = TX_SIZE'(24'b10000000_01000010_00000000),
    parameter RX_START = 25,
    parameter RX_SIZE = 16,
    parameter TRANSACTION_SIZE = (3 + 6) * 8 + 2
)
(
    input wire               clk,
    input wire               reset,
    input  wire              spi_miso,
    output reg               spi_clk,
    output reg               spi_cs,
    output reg               spi_mosi,
    output reg               data_valid,
    output reg [RX_SIZE-1:0] rx_buffer
);
localparam TX_END = TX_START + TX_SIZE;
localparam RX_END = RX_START + RX_SIZE;
localparam TX_ADDR_WIDTH = $clog2(TX_SIZE);
localparam RX_ADDR_WIDTH = $clog2(RX_SIZE);
localparam COUNTER_WIDTH = $clog2(CLK_RATIO);
localparam STATE_WIDTH   = $clog2(TRANSACTION_SIZE);
reg [COUNTER_WIDTH-1:0] counter     = '0;
reg                     enable      = 1'b0;
reg                     half_enable = 1'b0;
always_ff @(posedge clk) begin
    case ({counter == CLK_RATIO - 1, counter == CLK_RATIO / 2 - 1})
        2'b00:   {enable, half_enable} <= {1'b0, 1'b0};
        2'b10:   {enable, half_enable} <= {1'b1, 1'b1};
        2'b01:   {enable, half_enable} <= {1'b0, 1'b1};
        2'b11:   {enable, half_enable} <= {1'b1, 1'b1};
        default: {enable, half_enable} <= {1'b0, 1'b0};
    endcase
end
always_ff @(posedge clk) begin
    if (reset || counter == CLK_RATIO - 1)
        counter <= '0;
    else
        counter <= counter + 1; 
end
reg [STATE_WIDTH-1:0] spi_state = '0;
wire first_state = (spi_state == 0);
wire last_state  = (spi_state == TRANSACTION_SIZE - 1);
always_ff @(posedge clk) begin
    casez ({reset, enable, last_state})
        3'b1??,
        3'b011:  spi_state <= '0;
        3'b010:  spi_state <= spi_state + 1;
        default: spi_state <= spi_state; 
    endcase
end
always_ff @(posedge clk) begin
    casez ({reset, enable, first_state, spi_state == TRANSACTION_SIZE - 2})
        4'b1???: spi_cs <= reset;
        4'b0110: spi_cs <= 1'b0;
        4'b0101: spi_cs <= 1'b1;
        default: spi_cs <= spi_cs;
    endcase
end
always_ff @(posedge clk) begin
    casez ({reset, last_state, first_state})
        3'b1??,
        3'b001:  data_valid <= 1'b0;
        3'b010:  data_valid <= 1'b1;
        default: data_valid <= data_valid;
    endcase
end
always_ff @(posedge clk) begin
    casez ({reset, spi_state != 0 && ~last_state, half_enable})
        3'b1??:  spi_clk <= 1'b0;
        3'b011:  spi_clk <= ~spi_clk;
        default: spi_clk <= spi_clk;
    endcase
end
always_ff @(posedge clk) begin
    if (spi_state >= TX_START && spi_state < TX_END)
        spi_mosi <= TX_DATA[TX_ADDR_WIDTH'(STATE_WIDTH'(TX_END - 1) - (spi_state))];
    else
        spi_mosi <= '0;
end
always_ff @(posedge clk) begin
    if (enable) begin
        if (spi_state >= RX_START && spi_state < RX_END) begin
            rx_buffer[RX_ADDR_WIDTH'(STATE_WIDTH'(RX_END - 1) - (spi_state))] <= spi_miso;
        end
    end
end
endmodule
==> flow/run.sh <==
#!/bin/bash
# OpenROAD 26Q1-2900-gdf79404cd8, Yosys 0.63+post, stock flow scripts
make -C /OpenROAD-flow-scripts/flow DESIGN_CONFIG=/design/flow/config.mk WORK_HOME=/design/flow/orfs finish
==> flow/config.mk <==
export PLATFORM = sky130hd
export DESIGN_NAME = buttons_top
export DESIGN_NICKNAME = buttons_top
export VERILOG_FILES = /design/flow/design.v
export SDC_FILE = /design/flow/constraint.sdc
export NUM_CORES = 4
export LEC_CHECK = 1
export CORE_UTILIZATION = 50
==> flow/constraint.sdc <==
current_design buttons_top

set clk_period 5.2
set clk_io_pct 0.2

create_clock -name clk0 -period $clk_period [get_ports {clk}]

set non_clock_inputs [all_inputs -no_clocks]
set_input_delay [expr $clk_period * $clk_io_pct] -clock clk0 $non_clock_inputs
set_output_delay [expr $clk_period * $clk_io_pct] -clock clk0 [all_outputs]
==> notes.org <==
#+TITLE: Implementation results

** Route
- The routed layout has roughly 4,000 vias.
- Per the detailed-route log, wirelength across all metal layers totals roughly 11,000 um.
- The script logs the mean routed wire length per placed instance as ~15 um.
- In this run the remaining antenna-violating nets after routing total 0.
- Routed via count divided by cell count :: about 5.5
- Per the detail_route report, inserted antenna diodes total 0.
- TritonRoute reported its final design rule violation total as 0.
- Detailed router's first-iteration violation count :: approximately 230
- The first detailed-routing pass ran for 4 iterations.

** Power and ir drop
- Dividing total power by cell area gives a power density of 234 mW/mm^2.
- The analysis attributes to net switching a power of roughly 0.33 mW.
- VDD sags by at most ~0.14 mV.
- The internal power of the cells totals roughly 1.1 mW.
- Of the total power, combinational logic draws 0.087.
- Sw Ratio :: 0.239
- LEAKAGE :: ~2.0 nW
- Register share of total power :: 0.561
- The share of total power dissipated in the clock network is 0.352.
- The design draws between 1 and 1.5 mW.

** Clocking
- Root Buffer Master :: sky130_fd_sc_hd__clkbuf_8
- In this run the post-CTS setup repair buffer count came out at 0.
- H-tree levels :: 3
- Clock-pin slew on the worst setup and hold paths :: around 0.09 ns
- Number of CTS-inserted buffers :: 9
- Post-CTS repair ended up resizing 0 cells.
- The clock net in this run drives a total of roughly 90 sinks.
- The skew report gives the latency at the later pin of the worst-skew pair as between 0.3 and 0.4 ns.
- Longest Clk Path Bufs :: 2
- TritonCTS built the clock tree.
- The number of hold buffers added after CTS was 0.

** Synthesis
- EDFF count, synth :: 50
- In the synthesized netlist the async set-or-reset flop fraction comes to 0.
- Once synthesis finished, the tally of register bits stood at approximately 90.
- Area of the mapped netlist :: ~0.0053 mm^2
- Avg Inst Size Synth :: 9.42 um^2
- Of the synthesized area, sequential elements account for 0.435.
- Warning count from the yosys run :: 3
- Distinct lib cells used :: 65
- By area the synthesized netlist is led by sky130_fd_sc_hd__edfxtp_1 (28%), sky130_fd_sc_hd__dfxtp_1 (15%), sky130_fd_sc_hd__xnor2_1 (5.3%).
- Largest area contributor in the netlist :: sky130_fd_sc_hd__edfxtp_1
- Area fraction of the dominant cell type after synthesis :: 0.284
- The synthesized instance count is between 500 and 600.
- The synthesis report names the predominant flop master as sky130_fd_sc_hd__edfxtp_1.
- Per the Yosys statistics, synthesis produced between 500 and 600 cells.
- The chip area line in the Yosys stat output reads roughly 0.0053 mm^2.

** Floorplan
- Die width :: about 100 um
- The vertical die dimension reported for this design is 105 um.
- Floorplan core density :: 0.515
- Die Footprint :: around 0.011 mm^2
- In this run the core area contains 37 standard-cell rows.
- The core region is about 0.01 mm^2.
- Number of ports placed on the die boundary :: roughly 58

** Global route
- Entering global routing, the biggest net connects 18 pins.
- The first global-routing pass estimated about 18,000 um of wire.
- GRT Overall Usage :: 0.214
- The via count of the first global-routing pass is approximately 3,600.
- Sum of overflow across all layers after global routing :: 0
- Initial antenna violation count :: 0

** Cells and area
- Fraction of final layout cells sized beyond drive strength 1 :: 0.0709
- Highest-count cells in the layout ignoring fill and taps :: sky130_fd_sc_hd__nor2_1 (64), sky130_fd_sc_hd__o21ai_0 (53), sky130_fd_sc_hd__edfxtp_1 (50)
- In the final layout, the fill cell count is 911.
- Area added between synthesis and finish :: 11.9%
- By instance count after routing, the leading logic cell type is sky130_fd_sc_hd__nor2_1.
- Leaving out filler cells and counting taps, the final layout contains ~730.

** Critical path
- The worst setup path is captured at a primary output.
- Reg-to-Reg End :: controller0.rx_buffer[8]
- CP Capture Point :: mem_dout[0]
- The critical path is of the reg -> out type.
- STA lists the startpoint of the worst register-to-register path as controller0.spi_state[0].
- Crit. Startpoint :: button_controller.addr[2]
- Kind of launch point of the worst setup path :: flop
- Worst reg-to-reg path cell count :: 9
- Data required time at the worst endpoint :: about 4.2 ns
- Highest fanout seen on the critical path :: 12
- FF-to-FF setup slack :: 1.96 ns
- Arrival time worst endpoint :: approximately 2.5 ns

** STA
- The final max-slew violation count recorded for this run is 0.
- Transition time at the pin with the least slew margin :: ~0.80 ns
- Final Cycle Share :: 0.674
- Endpoints with negative setup slack in the final report add up to 0.
- Final-report hold violation count :: 0
- In this run the tightest slew margin relative to its limit is 0.468.
- For the finished layout, the period the worst path requires is ~3.5 ns.
- Unrepaired setup endpoints after global routing :: no
- Timing would allow up to roughly 0.29 GHz.
- The clock arrives with 0.00931 ns of skew.
- Final-layout setup total negative slack :: 0 ns

** Hold path
- Classification of the worst-slack hold path :: reg -> reg

** Flow run
- The report counts max-capacitance violations totalling 0.
- Stage-log warning count :: approximately 40

** Placed design
- The congestion estimate from routability-driven global placement came to slightly below 0.9.
- HPWL reported at the end of detailed placement :: 7850 um
- As logged by OpenROAD, the buffers inserted on ports number 42.
- Per the placement report, the placed cell count is 712.

** Outcome
- The flow ran to the end, and the final reports show no timing, DRC or antenna violations.
worst min path at each step:
stage                             startpoint                      end  slack [ns]  cells past startpoint
after CTS             controller1.counter[9]  controller1.half_enable        0.50                      1
after global routing  controller1.counter[9]  controller1.half_enable        0.53                      1
final                 controller1.counter[9]  controller1.half_enable        0.50                      1
synth_stat cells, drive strengths merged (5+ instances only):
cell    count
nand4      10
nand3      28
inv        26
o21ai      57
nand2      45
edfxtp     50
nor4        6
mux4        5
nand3b      7
clkbuf     21
mux2        9
or2         5
nor3b       5
nor2       64
xnor2      32
a21oi      11
nor3        8
ha         22
buf        22
nand2b      8
dfxtp      40
xor2       15
stage by stage:
step	hold WS (ns)	util	area (um^2)	worst slack, ns
2_1_floorplan	0.457	-	5350	2.27
3_3_place_gp	0.479	0.556	5720	2.08
3_5_place_dp	0.488	0.556	5720	2.04
4_1_cts	0.504	0.576	5920	1.66
5_1_grt	0.533	0.576	5920	1.58
6_report	0.503	0.576	5920	1.69
area by class of cell:
class / count / area (um^2) / share of cell area
clock inverter: 3 / 16.3 / 0.00275
tap: 136 / 170 / 0.0287
sequential: 90 / 2300 / 0.389
inverter: 26 / 97.6 / 0.0165
clock buffer: 13 / 191 / 0.0323
timing repair buffer: 43 / 428 / 0.0722
multi-input combinational: 417 / 2720 / 0.459
logic make-up after synthesis:
group                      after synthesis  share of synthesized area
and+or+nand+nor                        213                      0.207
AOI/OAI and AO/OA                      105                      0.123
DFF                                     90                      0.435
buffers and inverters                   69                     0.0622
xor gates and xnor gates                47                     0.0778
adders and majority gates               22                     0.0520
muxes                                   15                     0.0423
other                                    1                   0.000709
routing by layer:
metal / wire length (um) / GRT usage
met4: 178 / 0.0352
met1: 5490 / 0.378
met3: 722 / 0.0584
met5: 0 / 0
met2: 4340 / 0.279
state kept, by name (all words and copies together) (netlist names):
register                       cells
controller1.spi_clk                1
controller1.spi_state              7
controller0.spi_state              7
controller0.rx_buffer             16
controller1.counter               10
controller0.counter               10
controller0.half_enable            1
button_controller.mem_dout_we      1
controller1.spi_cs                 1
controller1.spi_mosi               1
controller1.half_enable            1
controller0.enable                 1
controller1.enable                 1
button_controller.addr            13
controller0.spi_mosi               1
controller0.spi_clk                1
controller0.spi_cs                 1
controller1.rx_buffer             16
power by group through the flow:
| stage | Sequential, mW | Combinational [mW] | Clock (mW) |
|---|---|---|---|
| CTS | 0.776 | 0.120 | 0.510 |
| global route | 0.779 | 0.135 | 0.539 |
| finish | 0.776 | 0.121 | 0.487 |
worst max-delay path, cell delays in order, from the launching register on:
cell,delay (ns)
sky130_fd_sc_hd__dfxtp_1,0.59
sky130_fd_sc_hd__mux4_2,0.55
sky130_fd_sc_hd__mux4_2,0.47
sky130_fd_sc_hd__inv_1,0.06
sky130_fd_sc_hd__clkdlybuf4s50_1,0.44
Power figures rest on the tool's default switching activity, not on a simulated workload.
