`flow/design.v`:
```
module sfx_mem #(
    parameter VOICES = 16
) (
    input wire         clk,
    input wire         shift,
    input wire  [15:0] mem_din,
    input wire  [2:0]  mem_din_addr,
    input wire         mem_din_we,
    output wire [15:0] curr_amp,
    output wire [15:0] curr_target_amp,
    output wire [15:0] curr_decay,
    output wire [15:0] curr_step,
    output wire [15:0] curr_phase
)  ;
reg [VOICES-1:0] [15:0] amp;
reg [VOICES-1:0] [15:0] target_amp;
reg [VOICES-1:0] [15:0] decay;
reg [VOICES-1:0] [15:0] step;
reg [VOICES-1:0] [15:0] phase;
assign curr_amp        = amp       [0];
assign curr_target_amp = target_amp[0];
assign curr_decay      = decay     [0];
assign curr_step       = step      [0];
assign curr_phase      = phase     [0];
always_ff @(posedge clk) begin
    if (shift) begin
        for (integer i = 0; i < VOICES; i = i + 1) begin
            amp       [i] <= amp       [(i + 1) % VOICES];
            target_amp[i] <= target_amp[(i + 1) % VOICES];
            decay     [i] <= decay     [(i + 1) % VOICES];
            step      [i] <= step      [(i + 1) % VOICES];
            phase     [i] <= phase     [(i + 1) % VOICES];
        end
    end else if (mem_din_we) begin
        case (mem_din_addr)
            0: amp       [VOICES-1] <= mem_din;
            1: target_amp[VOICES-1] <= mem_din;
            2: decay     [VOICES-1] <= mem_din;
            3: step      [VOICES-1] <= mem_din;
            4: phase     [VOICES-1] <= mem_din;
        endcase
    end
end
initial begin
    for (integer j = 0; j < VOICES; j++) begin
        amp[j]        = 0;
        target_amp[j] = 0;
        decay[j]      = 0;
        phase[j]      = 0;
        step[j]       = 0;
    end
end
endmodule
```
`flow/run.sh`:
```
#!/bin/bash
# OpenROAD 26Q1-2900-gdf79404cd8, Yosys 0.63+post, stock flow scripts
make -C /OpenROAD-flow-scripts/flow DESIGN_CONFIG=/design/flow/config.mk WORK_HOME=/design/flow/orfs finish
```
`flow/config.mk`:
```
export PLATFORM = sky130hd
export DESIGN_NAME = sfx_mem
export DESIGN_NICKNAME = sfx_mem
export VERILOG_FILES = /design/flow/design.v
export SDC_FILE = /design/flow/constraint.sdc
export NUM_CORES = 4
export LEC_CHECK = 1
export CORE_UTILIZATION = 50
```
`flow/constraint.sdc`:
```
current_design sfx_mem

set clk_period 2.8
set clk_io_pct 0.2

create_clock -name clk0 -period $clk_period [get_ports {clk}]

set non_clock_inputs [all_inputs -no_clocks]
set_input_delay [expr $clk_period * $clk_io_pct] -clock clk0 $non_clock_inputs
set_output_delay [expr $clk_period * $clk_io_pct] -clock clk0 [all_outputs]
```
==> flow_metrics.env <==
# source this file to load flow results
export IMPL_slowest_stage="clkdlybuf4s50_1"
export IMPL_startpoint_type="flop"
export IMPL_antenna_found_initial=3
export IMPL_wl_met3_mm=9.51
export IMPL_wl_met2_mm=20.5
export IMPL_syn_area_um2=39900
export IMPL_portBuffers=101
export IMPL_drv_slew=0
export IMPL_path_cells="clkdlybuf4s50_1"
export IMPL_syn_area_per_cell_um2=25.6
export IMPL_worst_ep_required_time_ps=2240
export IMPL_track_usage=0.148
export IMPL_wl_per_cell_um=17.9
export IMPL_outcome="finished, final reports clean"
export IMPL_grt_pass1_vias=14600
export IMPL_area_leaders="edfxtp_1, buf_4, nand2_1"
export IMPL_die_x_um=284
export IMPL_yosys_area_top_type="edfxtp_1"
export IMPL_tns_ps=0
export IMPL_min_period_ps=2220
export IMPL_post_cts_buffers=0
export IMPL_top_cell="edfxtp_1"
export IMPL_grt_overflow=0
export IMPL_drtIter0Drc=864
export IMPL_critPathBufInv=1
export IMPL_cts_sinks=1280
export IMPL_powerDensity_nw_per_um2=855
export IMPL_yosys_warnings=1
export IMPL_p_total_mw=39.3
export IMPL_dr_pass1_iters=6
export IMPL_rsz0062_at_grt="no"
export IMPL_wirelength_mm=51.8
export IMPL_ys_ff=1280
export IMPL_drc_errors=0
export IMPL_yosys_most_used_dff="edfxtp_1"
export IMPL_hold_viol=0
export IMPL_fmax_mhz=451
export IMPL_hold_start="shift"
export IMPL_cp_slowest_stage_delay_ps=520
export IMPL_synth_cells=1556
export IMPL_holdPathEnd="target_amp[136]"
export IMPL_num_vias=14000
export IMPL_place_hpwl_mm=27.3
export IMPL_fp_row_count=103
export IMPL_r2r_cells=2
export IMPL_critPathTopFamily="buffers and inverters"
export IMPL_htreeDepth=3
export IMPL_vdd_drop_max_mv=0.558
export IMPL_core_area_um2=79000
export IMPL_syn_to_final_growth_pct=15.2
export IMPL_cts_root_buf="clkbuf_16"
export IMPL_r2r_end="target_amp[253]"
export IMPL_maxCapViolations=0
export IMPL_ys_seq_frac=0.963
export IMPL_io_pins=102
export IMPL_grt_pass1_wl_mm=80.4
export IMPL_cts_resized=0
export IMPL_cts_tree="done"
export IMPL_grt_max_degree=82
export IMPL_synth_stat_cells=1556
export IMPL_hold_path_depth=1
export IMPL_clock_path_buffers=3
export IMPL_edf_count=1280
export IMPL_cts_hold_buf=0
export IMPL_r2r_slack_ps=1780
export IMPL_clock_skew_ps=18.6
export IMPL_worst_setup_path_end_kind="output port"
export IMPL_gp_congestion=0.766
export IMPL_worstPathMaxFanout=2
export IMPL_synthTopCellsByCount="edfxtp_1, nand2_1, buf_4, nand2b_1, buf_6"
export IMPL_yosysChipArea_um2=39900
export IMPL_critPathKind="reg -> out"
export IMPL_period_used=0.793
export IMPL_ant_nets=0
export IMPL_setup_viol=0
export IMPL_drive_gt1_frac=0.122
export IMPL_synthDistinctLibCells=11
export IMPL_fp_util=0.505
export IMPL_ys_async_sr_fraction=0
export IMPL_synth_top_area_share=0.963
export IMPL_cp_arrival_ps=1660
export IMPL_maxSlewHeadroom=0.665
export IMPL_clock_latency_ps=660
export IMPL_drt_met1_wl_mm=20.7
export IMPL_worst_pin_slew_ps=502
export IMPL_cts_buffers=120
export IMPL_r2r_start="target_amp[13]"
export IMPL_hold_path_class="in -> reg"
export IMPL_clk_pin_slew_ps=60
export IMPL_top_layer_used="met5"
export IMPL_routed_via_density=4.85
export IMPL_p_leak_nw=15.8
export IMPL_nFillCells=5420
export IMPL_warnings=26
export IMPL_die_height_um=284
export IMPL_chipArea_um2=80900
-- area by class of cell --
type / count / area [um2] / share of cell area
inverter: 1 / 3.75 / 0.0000816
antenna: 3 / 7.51 / 0.000163
multi-input combinational: 184 / 758 / 0.0165
clock inverter: 80 / 797 / 0.0173
timing repair buffer: 145 / 1510 / 0.0328
clock buffer: 148 / 3150 / 0.0685
tap: 1050 / 1310 / 0.0286
sequential: 1280 / 38400 / 0.836
-- per-layer routing --
layer	vias up	track usage
met3	85	0.128
met5	-	0.00595
li1	6386	-
met2	655	0.168
met1	6899	0.252
met4	2	0.0301
-- registers in the layout, summed over array words and instances (netlist names) --
register and flops:
amp 256, decay 256, phase 256, step 256, target_amp 256
-- layout by cell type (no fill, tap or decap), types with 3 or more instances in the layout --
cell type,instances
a31o_2,3
clkinv_2,26
buf_4,31
inv_6,3
nand2_1,160
edfxtp_1,1280
nand2b_1,16
clkinv_1,26
clkinvlp_4,6
buf_12,13
clkbuf_1,26
bufinv_16,14
clkinv_8,3
clkdlybuf4s50_1,100
clkbuf_16,122
diode_2,3
-- stage by stage --
step / utilization / hold WS [ps] / area (um2) / std cells / worst slack (ps)
floorplan: - / 400 / 39900 / 1556 / 1240
global placement: 0.532 / 400 / 42000 / 2660 / 537
detailed placement: 0.532 / 405 / 42000 / 2660 / 555
CTS: 0.582 / 314 / 46000 / 2888 / 506
global route: 0.582 / 320 / 46000 / 2888 / 445
finish: 0.582 / 335 / 46000 / 2891 / 580
-- worst max-delay path by stage --
stage | start | end | slack (ps) | cells past startpoint
final | decay[4] | curr_decay[4] | 580 | 1
after CTS | phase[4] | curr_phase[4] | 510 | 1
after global routing | phase[7] | curr_phase[7] | 450 | 1
-- cell families after synthesis --
logic type             count (synthesis)  synth area share
AND-OR/OR-AND                          5           0.00103
AND/OR/NAND/NOR                      179            0.0180
buffers and inverters                 92            0.0175
flip-flops                          1280             0.963
-- where the power goes --
part | switching (mW) | internal (mW)
registers | 0.342 | 22.4
logic | 0.477 | 0.222
clock network | 6.60 | 9.29
total | 7.42 | 31.9
Power and IR drop assume default switching activity.
