### design/flow/constraint.sdc
current_design sfx_dma

set clk_period 18.0
set clk_io_pct 0.2

create_clock -name clk0 -period $clk_period [get_ports {clk}]

set non_clock_inputs [all_inputs -no_clocks]
set_input_delay [expr $clk_period * $clk_io_pct] -clock clk0 $non_clock_inputs
set_output_delay [expr $clk_period * $clk_io_pct] -clock clk0 [all_outputs]
### design/flow/design.v
module sfx_dma #(
    parameter VOICES = 16,
    parameter SFX_MEM = 7728,
    parameter DATA_ADDR_WIDTH = 13,
    parameter RATIO_BITS = 10
) (
    input  wire clk,
    input  wire reset,
    input  wire copy,
    output reg  [DATA_ADDR_WIDTH-1:0] mem_din_addr,  
    input  wire [15:0] mem_din,       
    output reg shift,
    output logic [15:0] mem_dout,
    output logic [2:0]  mem_dout_addr,
    output logic        mem_dout_we,
    input  wire  [15:0] curr_target_amp,
    input  wire  [15:0] curr_amp,
    input  wire  [15:0] curr_phase
);
localparam WAIT_FOR_START = 4'd0;
localparam READ_ABS = 4'd1;
localparam READ_STEP = 4'd2;
localparam READ_AMP = 4'd3;
localparam READ_DECAY = 4'd4;
localparam COPY_PHASE = 4'd5;
localparam COPY_AMP = 4'd6;
localparam DO_SHIFT = 4'd7;
localparam WAIT_FOR_RESET = 4'd8;
localparam LAST_ADDR = SFX_MEM + VOICES * 4;
reg   [3:0] state;
logic [3:0] state_new;
reg         reading_abs;
wire        reading_abs_new = (state == READ_ABS)                ?  mem_din[0] : reading_abs;
reg  [15:0] abs_amp;
wire [15:0] abs_amp_new     = (state == READ_AMP && reading_abs)  ? mem_din    : abs_amp;
reg  [15:0] abs_step;
wire [15:0] abs_step_new    = (state == READ_STEP && reading_abs) ? mem_din    : abs_step;
always_comb begin
    casez ({state, copy, mem_din_addr >= DATA_ADDR_WIDTH'(LAST_ADDR)})
        6'b0000_0_?: state_new = WAIT_FOR_START;  
        6'b0000_1_?: state_new = READ_ABS;        
        6'b0111_?_0: state_new = READ_ABS;        
        6'b0111_?_1: state_new = WAIT_FOR_RESET;  
        6'b1000_?_?: state_new = WAIT_FOR_RESET;  
        default:     state_new = state + 1;
    endcase
end
logic [DATA_ADDR_WIDTH-1:0] mem_din_addr_new;
always_comb begin
    casez ({state, copy})
        5'b1000_?: mem_din_addr_new = DATA_ADDR_WIDTH'(SFX_MEM);        
        5'b0000_0: mem_din_addr_new = mem_din_addr;                     
        5'b0100_?: mem_din_addr_new = mem_din_addr;                     
        5'b0101_?: mem_din_addr_new = mem_din_addr;
        5'b0110_?: mem_din_addr_new = mem_din_addr;
        default:   mem_din_addr_new = mem_din_addr + 1;
    endcase
end
wire [15:0] mul_left           = (state == READ_AMP) ? abs_amp : abs_step;
wire [15:0] mul_right          = mem_din;
wire [31:0] mul_result         = mul_left * mul_right;
wire [15:0] mul_result_shifted = 16'(mul_result >> RATIO_BITS);
wire [15:0] amp_new_abs = (mem_din != 0)            ? mem_din            : curr_target_amp;
wire [15:0] amp_new_rel = (mul_result_shifted != 0) ? mul_result_shifted : curr_target_amp;
wire [15:0] amp_new     = reading_abs               ? amp_new_abs        : amp_new_rel;
always_comb begin
    casez ({state, reading_abs})
        5'b0010_0: mem_dout = mul_result_shifted;  
        5'b0010_1: mem_dout = mem_din;             
        5'b0011_0: mem_dout = amp_new;             
        5'b0011_1: mem_dout = amp_new;             
        5'b0100_?: mem_dout = mem_din;             
        5'b0101_?: mem_dout = curr_phase;
        5'b0110_?: mem_dout = curr_amp;
        default:   mem_dout = 0;
    endcase
end
always_comb begin
    case ({state})
        READ_AMP:   mem_dout_addr = 1;
        READ_DECAY: mem_dout_addr = 2;
        READ_STEP:  mem_dout_addr = 3;
        COPY_AMP:   mem_dout_addr = 0;
        COPY_PHASE: mem_dout_addr = 4;
        default:    mem_dout_addr = 7;
    endcase
end
always_comb begin
    case ({state})
        READ_AMP:       mem_dout_we = 1;
        READ_DECAY:     mem_dout_we = 1;
        READ_STEP:      mem_dout_we = 1;
        COPY_AMP:       mem_dout_we = 1;
        COPY_PHASE:     mem_dout_we = 1;
        default:        mem_dout_we = 0;
    endcase
end
wire shift_new = (state == (DO_SHIFT-1));
always_ff @(posedge clk) begin
    if (reset) begin
        mem_din_addr <= DATA_ADDR_WIDTH'(SFX_MEM);
        shift        <= 0;
        state        <= WAIT_FOR_START;
        reading_abs  <= 0;
        abs_amp      <= 0;
        abs_step     <= 0;
    end else begin
        mem_din_addr <= mem_din_addr_new;
        shift        <= shift_new;
        state        <= state_new;
        reading_abs  <= reading_abs_new;
        abs_amp      <= abs_amp_new;
        abs_step     <= abs_step_new;
    end
end
endmodule
### design/flow/config.mk
export PLATFORM = sky130hd
export DESIGN_NAME = sfx_dma
export DESIGN_NICKNAME = sfx_dma
export VERILOG_FILES = /design/flow/design.v
export SDC_FILE = /design/flow/constraint.sdc
export NUM_CORES = 4
export LEC_CHECK = 1
export CORE_UTILIZATION = 30
### design/flow/run.sh
#!/bin/bash
# OpenROAD 26Q1-2900-gdf79404cd8, Yosys 0.63+post, stock flow scripts
make -C /OpenROAD-flow-scripts/flow DESIGN_CONFIG=/design/flow/config.mk WORK_HOME=/design/flow/orfs finish
==> flow_summary.ini <==
; synthesis and place-and-route metrics
[synth]
synthMostInstantiatedCell = nand2_1
top_area_share_pct = 33.2
ys_seq_share_pct = 9.40
synth.distinct_cells = 65
syn_area_sq_mm = 0.0109
yosys.area.top_type = fa_1
ys_ff = 51
common_cells = nand2_1 (229), fa_1 (180), inv_1 (168), and2_1 (94), ha_1 (78)
yosysWarnings = 1
synth-main-ff-cell = dfxtp_1
yosys-stat-cells = 1297
synthCells = 1297
edf_count = 0
area_leaders = fa_1 (33%), dfxtp_1 (9.4%), ha_1 (9.0%), nand2_1 (7.9%), inv_1 (5.8%)
async_flop_share_pct = 0
ys_area_sq_mm = 0.0109
syn_area_per_cell_sq_um = 8.38

[placement]
io_buffer_count = 100
dpl-instance-area_sq_mm = 0.0123
place.gp.congestion = 0.914
place_hpwl_um = 23900

[route]
drt_iter0_drc = 411
remaining_drc_errors = 0
wire_per_inst_um = 16.9
num_antenna_cells = 0
vias = 8889
firstDrtPassIters = 4
via_per_inst = 4.93
ant_nets = 0
wl_um = 30500

[layout]
final_core_util_pct = 34.9
syn2layout_area_growth_pct = 14.4
layout-drive-gt1-share_pct = 3.95
n_fill_cell = 3660
final_area_sq_mm = 0.0124

[critical_path]
required_ns = 14.40
reg2reg_slack_ns = 14.65
cpPeakStageDelay_ns = 0.87
worstPathMaxFanout = 21
endpoint = mem_dout[10]
startpoint = mem_din[4]
reg2reg_from = state[0]
cp_slowest_cell = clkdlybuf4s50_1
critPathBufInv = 4
r2r-end = mem_din_addr[11]
cp.arrival_ns = 11.83
critPathMostFrequentCell = fa_1
worstSetupEndpointType = output port
path_cells = clkdlybuf4s50_1, and2_1, fa_1, fa_1, inv_1, fa_1, inv_1, fa_1, fa_1, fa_1, ha_1, a21oi_1, o211a_1, and2_1, a21oi_1, xnor2_1, o2111ai_1, nor4_4, and2_1, a31o_1, clkdlybuf4s50_1
rr_worst_depth = 10
crit_cells = 21
startpoint_type = input pin
critPathTopFamily = adder cells
critPathKind = input pin to output port

[floorplan]
core.rowCount = 69
core-area_sq_mm = 0.0356
die_area_sq_mm = 0.0370
io_pins = 101
chipHeight_um = 192
fp-utilization_pct = 30.6
dieWidth_um = 192

[timing]
layout_min_cycle_time_ns = 15.43
tns_ns = 0
fin_crit_sh_pct = 85.7
slew_viol_final = 0
max_slew_margin_pct = 41.4
fmax_mhz = 64.8
skew_ns = 0.0122
finalSetupViolCount = 0
hold_viol = 0
grt_setup_unrepaired = no
tightestPinTransition_ns = 0.876

[grt]
overflow = 0
grtUsageTotal_pct = 17.6
grt_max_degree = 41
grt_first_pass_wirelength_um = 48600
antenna_found_initial = 0
grt_pass1_vias = 8934

[clock_network]
cts_tree = built
cts_sinks = 51
insertion_delay_ns = 0.30
postCtsSetupBuffers = 0
clk_pin_slew_ns = 0.08
cts_htree_levels = 2
cts-resized-gates = 0
clock_path_buffers = 2
root_buffer = clkbuf_16
cts_buffers = 5
cts_hold_buf = 0

[job]
maxCapViolations = 0
warnings = 30

[power]
p_leak_uw = 0.00548
ir_drop_mv = 0.0358
p_per_area_mw_per_mm2 = 22.1

[status]
status = completed

[worst_hold_path]
hp-class = flip-flop to flip-flop
-- worst reg2reg max path, delay by kind of cell (launching register included) --
kind	cells	cell delay [ns]
AND-OR/OR-AND	2	1.06
AND/OR/NAND/NOR	5	0.96
flip-flops	1	0.52
adder cells (fa/ha/maj)	1	0.35
buffers and inverters	1	0.17
XOR/XNOR	1	0.14
-- routing by layer --
| metal | track usage, % | vias to the layer above | share of wire, % |
|---|---|---|---|
| li1 | - | 4264 | - |
| met3 | 6.98 | 25 | 11 |
| met1 | 25.8 | 4288 | 45 |
| met5 | 0 | - | 0 |
| met4 | 1.64 | 0 | 1.1 |
| met2 | 26.0 | 312 | 43 |
-- final cells by class --
type	count	area, sq um	area share, %
clock inverter	3	33.8	0.272
multi-input combinational	993	8870	71.4
clock buffer	5	125	1.01
sequential	51	1020	8.21
inverter	169	634	5.10
tap	461	577	4.64
timing repair buffer	122	1170	9.38
-- cells by family (layout without fill, tap and decap cells) --
kind of cell             count (synthesis)  after routing  share of synthesized area, %
flip-flops                              51             51                          9.40
buffers and inverters                  253            299                          9.00
AND/OR/NAND/NOR                        490            490                          22.4
adder cells (fa/ha/maj)                258            258                          42.1
XOR/XNOR                                33             33                          2.91
multiplexers                            19             19                          2.00
AND-OR/OR-AND                          193            193                          12.2
-- through the flow --
stage          total power, uW  cells  setup WS [ns]  hold slack, ns
3_3_place_gp               172   1796           2.74           0.438
5_1_grt                    287   1804           2.17           0.476
4_1_cts                    278   1804           2.64           0.458
3_5_place_dp               172   1796           2.66           0.445
6_report                   275   1804           2.57           0.454
2_1_floorplan              142   1297           4.59           0.433
-- report_power, final --
group          internal (uW)  switching (uW)
Clock                   54.0            51.4
Combinational           25.2            29.4
Sequential               114            1.41
Total                    193            82.2
-- sequential cells by signal, summed over array words and instances, names as in the netlist --
| signal | count |
|---|---|
| mem_din_addr | 13 |
| state | 4 |
| abs_amp | 16 |
| shift | 1 |
| reading_abs | 1 |
| abs_step | 16 |
-- layout by cell type (no fill, tap or decap), types with 38 or more instances in the layout --
master and count:
nand2_1 229, a21oi_1 67, and2_1 94, inv_1 168, dfxtp_1 51, fa_1 180, ha_1 78, nor2_1 38
nor2b_1 49, clkdlybuf4s50_1 100
-- how the worst min path moves through the flow --
stage	end	from	slack (ns)	depth (start not counted)
after CTS	abs_amp[6]	abs_amp[6]	0.46	2
after global routing	abs_amp[7]	abs_amp[7]	0.48	2
final	abs_amp[6]	abs_amp[6]	0.45	2
No activity file was given, so power comes from the tool's default toggle rates.
