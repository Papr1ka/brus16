==> /design/flow/design.v <==
module alu(
    input   wire    [4:0]   opcode,
    input   wire    [15:0]  a,
    input   wire    [15:0]  b,
    output  logic   [15:0]  out
);
always_comb begin
    casez (opcode)
        5'd0:    out = a + b;
        5'd1:    out = a - b;
        5'd2:    out = $signed(a) * $signed(b);
        5'd3:    out = a & b;
        5'd4:     out = a | b;
        5'd5:    out = a ^ b;
        5'd6:    out = a << b;
        5'd7:    out = a >> b;
        5'd8:   out = $signed(a) >>> b;
        5'd9:     out = 16'(a == b);
        5'd10:    out = 16'(a != b);
        5'd11:     out = 16'($signed(a) < $signed(b));
        5'd12:     out = 16'($signed(a) <= $signed(b));
        5'd13:     out = 16'($signed(a) > $signed(b));
        5'd14:     out = 16'($signed(a) >= $signed(b));
        5'd15:    out = 16'(a < b);
        default: out = 16'b0;
    endcase
end
endmodule
module cpu
#(
    parameter CODE_ADDR_WIDTH   = 13,
    parameter DATA_ADDR_WIDTH   = 13,
    parameter STACK_DEPTH       = 5,
    parameter RSTACK_DEPTH      = 4,
    parameter FP                = (1 << 13) - (1 << 6) * 6 - 16 - 16 * 4
)
(
    input   wire                        clk,
    input   wire                        reset,           
    input   wire                        resume,          
    output  wire [CODE_ADDR_WIDTH-1:0]  code_addr,       
    input   wire [15:0]                 instruction,     
    output  wire [DATA_ADDR_WIDTH-1:0]  mem_addr,        
    input   wire [15:0]                 mem_din,         
    output  wire                        mem_dout_we,     
    output  wire [15:0]                 mem_dout         
);
reg     [STACK_DEPTH-1:0] sp;    
logic   [STACK_DEPTH-1:0] sp_new;
wire    [STACK_DEPTH-1:0] sp_plus_1  = sp + 1;
wire    [STACK_DEPTH-1:0] sp_minus_1 = sp - 1;
wire    [15:0] stack_top;        
logic   [15:0] stack_top_new;
wire    [15:0] stack_pre_top;    
logic write_to_stack;            
stack #(
    .WIDTH(STACK_DEPTH),
    .SIZE(1 << STACK_DEPTH)
)
stack(
    .clk(clk),
    .mem_dout_addr0(sp),
    .mem_dout0(stack_top),
    .mem_dout_addr1(sp_minus_1),
    .mem_dout1(stack_pre_top),
    .we(write_to_stack),
    .mem_din_addr(sp_new),
    .mem_din(stack_top_new)
);
reg     [RSTACK_DEPTH-1:0] rsp;              
logic   [RSTACK_DEPTH-1:0] rsp_new;
reg     [CODE_ADDR_WIDTH-1:0] rstack_top;    
logic   [CODE_ADDR_WIDTH-1:0] rstack_top_new;
logic write_to_rstack;                       
rstack #(
    .WIDTH(RSTACK_DEPTH),
    .SIZE(1 << RSTACK_DEPTH),
    .DATA_WIDTH(CODE_ADDR_WIDTH)
)
rstack(
    .clk(clk),
    .mem_dout_addr(rsp),
    .mem_dout(rstack_top),
    .we(write_to_rstack),
    .mem_din_addr(rsp_new),
    .mem_din(rstack_top_new)
);
wire [15:0] instr       = reset ? 18944 : instruction;  
wire [15:0] instr_simm9 = {{7{instr[8]}}, instr[8:0]};
wire [15:0] instr_imm13 = {3'b0, instr[12:0]};
wire [4:0]  opcode      = instr[14:10];
wire cmd_type   = instr[15];     
wire mode       = instr[9];      
reg     [CODE_ADDR_WIDTH-1:0] pc;    
logic   [CODE_ADDR_WIDTH-1:0] pc_new;
wire    [CODE_ADDR_WIDTH-1:0] pc_plus_1 = pc + 1;
wire    [CODE_ADDR_WIDTH-1:0] pc_jz     = (~|stack_top) ? instr_imm13[12:0] : pc_plus_1;
reg     [DATA_ADDR_WIDTH-1:0] fp;    
logic   [DATA_ADDR_WIDTH-1:0] fp_new;
reg     wait_flag;
logic   wait_flag_new;
assign code_addr = pc_new;
wire [DATA_ADDR_WIDTH-1:0] mem_abs_addr =  (mode ?
                                            fp :
                                            stack_top[DATA_ADDR_WIDTH-1:0]
                                            ) + instr_simm9[DATA_ADDR_WIDTH-1:0];
assign mem_dout_we   = (!cmd_type && opcode == 5'd17) ? 1'b1 : 1'b0;
assign mem_dout      = mode ? stack_top : stack_pre_top;
assign mem_addr = mem_abs_addr;
wire [15:0] alu_x = mode ? stack_top : stack_pre_top;
wire [15:0] alu_y = mode ? instr_simm9 : stack_top;
wire [15:0] alu_out;
wire is_alu = !cmd_type && opcode < 5'd16;
alu alu(
    .opcode(opcode),
    .a(alu_x),
    .b(alu_y),
    .out(alu_out)
);
always_comb begin
    casez ({cmd_type, opcode, wait_flag, resume})
        8'b?_??_???_?_1:     pc_new = pc_plus_1;          
        8'b?_??_???_1_0,                                  
        {1'b0, 5'd23, 2'b0}: pc_new = pc;                 
        8'b1_00_???_0_0,                                  
        8'b1_10_???_0_0:     pc_new = instr_imm13[12:0];  
        8'b1_01_???_0_0:     pc_new = pc_jz;              
        {1'b0, 5'd20, 2'b0}:  pc_new = rstack_top;         
        default:             pc_new = pc_plus_1;
    endcase
end
always_comb begin
    case ({cmd_type, opcode})
        {1'b0, 5'd18}: fp_new = fp - instr_simm9[DATA_ADDR_WIDTH-1:0];
        {1'b0, 5'd20}:    fp_new = fp + instr_simm9[DATA_ADDR_WIDTH-1:0];
        {1'b0, 5'd19}: fp_new = stack_top[DATA_ADDR_WIDTH-1:0];
        default:         fp_new = fp;
    endcase
end
always_comb begin
    casez ({cmd_type, opcode})
        6'b1_10_???: rstack_top_new = pc_plus_1;  
        default:     rstack_top_new = DATA_ADDR_WIDTH'('x);
    endcase
end
always_comb begin
    casez ({cmd_type, opcode})
        6'b1_10_???:  rsp_new = rsp + 1;  
        {1'b0, 5'd20}: rsp_new = rsp - 1;
        default:      rsp_new = rsp;
    endcase
end
always_comb begin
    casez ({cmd_type, opcode})
        6'b1_10_???: write_to_rstack = 1'b1;  
        default:     write_to_rstack = 1'b0;
    endcase
end
always_comb begin
    casez ({cmd_type, is_alu, opcode})
        {2'b00, 5'd16},
        7'b01?????:         sp_new = mode ? sp : sp_minus_1;     
        {2'b00, 5'd17}:    sp_new = mode ? sp_minus_1 : sp - 2;
        {2'b00, 5'd19},
        {7'b10_01_???}:     sp_new = sp_minus_1;                 
        {2'b00, 5'd21},
        {2'b00, 5'd22},
        7'b10_11_???:       sp_new = sp_plus_1;                  
        default:            sp_new = sp;                         
    endcase
end
always_comb begin
    casez ({cmd_type, is_alu, opcode})
        7'b01?????:         stack_top_new = alu_out;         
        {2'b00, 5'd21}: stack_top_new = instr_simm9;
        {2'b00, 5'd22}:  stack_top_new = mem_din;
        7'b10_11_???:       stack_top_new = instr_imm13;     
        default:            stack_top_new = 16'bx;
    endcase
end
always_comb begin
    casez ({cmd_type, is_alu, opcode})
        7'b01?????,                                  
        {2'b00, 5'd21},
        {2'b00, 5'd22},
        7'b10_11_???:       write_to_stack = 1'b1;   
        default:            write_to_stack = 1'b0;
    endcase
end
always_comb begin
    casez({cmd_type, opcode, resume})
        {1'b0, 5'd23, 1'b0}: wait_flag_new = 1'b1;
        {7'b?_?????_1}:      wait_flag_new = 1'b0;
        default:             wait_flag_new = wait_flag;
    endcase
end
always_ff @(posedge clk) begin
    if (reset) begin
        pc  <= {CODE_ADDR_WIDTH{1'b1}};
        sp  <= STACK_DEPTH'(0);
        rsp <= RSTACK_DEPTH'(0);
        fp  <= DATA_ADDR_WIDTH'(FP);
        wait_flag <= 1'b0;
    end else begin
        pc  <= pc_new;
        sp  <= sp_new;
        rsp <= rsp_new;
        fp  <= fp_new;
        wait_flag <= wait_flag_new;
    end
end
endmodule
module rstack
#(
    parameter WIDTH         = 4,
    parameter SIZE          = 16,
    parameter DATA_WIDTH    = 13
)
(
    input   wire                    clk,
    input   wire [WIDTH-1:0]        mem_dout_addr,
    output  wire [DATA_WIDTH-1:0]   mem_dout,
    input   wire                    we,
    input   wire [WIDTH-1:0]        mem_din_addr,
    input   wire [DATA_WIDTH-1:0]   mem_din
);
reg [DATA_WIDTH-1:0] data [SIZE-1:0];
always @(posedge clk) begin
    if (we) begin
        data[mem_din_addr] <= mem_din;
    end
end
assign mem_dout = data[mem_dout_addr];  
endmodule
module stack
#(
    parameter WIDTH = 5,  
    parameter SIZE  = 32
)
(
    input wire clk,
    input wire [WIDTH-1:0] mem_dout_addr0,
    output wire [15:0] mem_dout0,
    input wire [WIDTH-1:0] mem_dout_addr1,
    output wire [15:0] mem_dout1,
    input wire we,
    input wire [WIDTH-1:0] mem_din_addr,
    input wire [15:0] mem_din
);
reg [15:0] data [SIZE-1:0];
always @(posedge clk) begin
    if (we) begin
        data[mem_din_addr] <= mem_din;
    end
end
assign mem_dout0 = data[mem_dout_addr0];  
assign mem_dout1 = data[mem_dout_addr1];  
endmodule
==> /design/flow/run.sh <==
#!/bin/bash
# OpenROAD 26Q1-2900-gdf79404cd8, Yosys 0.63+post, stock flow scripts
make -C /OpenROAD-flow-scripts/flow DESIGN_CONFIG=/design/flow/config.mk WORK_HOME=/design/flow/orfs finish
==> /design/flow/config.mk <==
export PLATFORM = sky130hd
export DESIGN_NAME = cpu
export DESIGN_NICKNAME = cpu
export VERILOG_FILES = /design/flow/design.v
export SDC_FILE = /design/flow/constraint.sdc
export NUM_CORES = 4
export LEC_CHECK = 1
export CORE_UTILIZATION = 50
==> /design/flow/constraint.sdc <==
current_design cpu

set clk_period 39.9
set clk_io_pct 0.2

create_clock -name clk0 -period $clk_period [get_ports {clk}]

set non_clock_inputs [all_inputs -no_clocks]
set_input_delay [expr $clk_period * $clk_io_pct] -clock clk0 $non_clock_inputs
set_output_delay [expr $clk_period * $clk_io_pct] -clock clk0 [all_outputs]
==> changes_impl.md <==
## Flow update

* First-pass GRT wire length at roughly 220 mm
* Initial DRC count at roughly 2400
* Worst Setup End Kind: output pin
* Mapped Cells at roughly 3300
* Routability Congestion at 1.00
* Fmax at approximately 48 MHz
* Cell Type Count at between 100 and 150
* Worst Path Required at 31.92 ns
* Cts hold-fix bufs at 0
* Initial Utilization at about half
* CTS tree: yes
* Clock skew at between 0.04 and 0.05 ns
* Vias in the first global route at 32100
* Initial antenna violation count at 1
* Final setup violation count at 0
* Worst slew pin tran at approximately 1.1 ns
* FF-to-FF path depth at 32
* Chip Area at 90800 sq um
* Core Footprint at a little under 90000 sq um
* Area reported by Yosys stat at 44800 sq um
* Clock power share at between 20% and 30%
* Synth warn at 4
* Later-pin clock latency in the skew report at around 0.67 ns
* Worst Setup Start Kind: input pin
* Via-to-Cell Ratio at 6.51
* Routed vias at a little over 30000
* Final ANT Viol Nets at 0
* Status: finished, final reports clean
* Overall Global Routing Usage at between 30% and 40%
* Int Pwr at roughly 2000 uW
* Sw Pwr at about 1300 uW
* Worst relative slew slack at 29.6%
* Die Y at roughly 300 um
* Final max-slew violation count at 0
* Synthesized cell area at around 45000 sq um
* Number of CTS-inserted buffers at between 80 and 90
* Finished Core Util at between 50% and 60%
* Maximum vdd ir drop at 0.105 mV
* Total Wirelength at about 150 mm
* Final Cycle Share at 52.0%
* Final Instance Area at 50000 sq um
* Tool warning count at between 60 and 70
* Critical path peak fanout at roughly 67
* Crit path DAT at roughly 13 ns
* Top_reg_cell synth: edfxtp_1
* Ys async rst share at 0%
* Clk sink count at about 760
* Share of cells above drive strength 1 at a little over a fifth
* Leakage at 0.0175 uW
* Max-cap violation count at 0
* # H-tree levels at 3
* Hold Violations, Final at 0
* RR Startpoint: sp[0]
* CP Class: in -> out
* Area grow syn2layout at 11.6%
* Largest net degree at the start of global routing at roughly 68
* DP Area at between 40000 and 50000 sq um
* Routed wire per std cell at about 32 um
* Count of library flops with an enable pin at between 700 and 800
* Detailed placer's ending HPWL at about 100 mm
* Flop pwr share at around 30%
* Synth Seq Share at between 40% and 50%
* Worst min path class: reg -> reg
* Switch share at between 30% and 40%
* TritonRoute pass-1 iters at 24
* I/O pins at 78
* Dominant logic cell type in the layout: edfxtp_1
* Post-CTS setup buffer count at 0
* Reg clk slew, reported paths at 0.06 ns
* Final WS setup at ~19 ns
* Clock root cell: clkbuf_16
* Most numerous logic cells after layout: edfxtp_1 (720), mux4_2 (316), nand2_1 (242), nor2_1 (213), inv_1 (212)
* Drc violations at 0
* Seq cells post-synth at around 760
* Worst slack, placed at ~19 ns
* Max Buffers Root-to-Sink at 3
* R2R Setup Slk at 28.49 ns
* Setup crit end: mem_addr[12]
* PwrDens at around 66 nW/um^2
* RR Endpoint: stack.data[1][15]
* Critical path launch point: instruction[9]
* # Cells Yosys at approximately 3300
* Final Non-Filler Cells at 4658
* Total gr overflow at 0
* Gate power share at a little under half
* RSZ-0062 raised after global routing: no
* Placed Cells at roughly 4500
* Fin crit period at ~21 ns
* Port bufs at roughly 77
* CTS resizes at 0
* Avg Cell Area, Syn at between 10 and 15 sq um
* Die X-Extent at about 300 um
* FP Rows at ~110
* Setup TNS at 0 ns
## power groups by stage
stage / logic, uW / clock network (uW) / registers [uW]
final: 1580 / 746 / 995
after global routing: 1710 / 785 / 998
after CTS: 1570 / 755 / 995
## state kept, by name, summed over array words and instances, names as in the netlist
name	flops
fp	13
rsp	4
rstack.data	208
wait_flag	1
pc	13
sp	5
stack.data	512
## cell families (layout without fill, tap and decap cells)
kind of cell / count (synthesis) / count (layout) / synth area share (%)
AND-OR/OR-AND: 593 / 593 / 9.11
XOR/XNOR: 92 / 92 / 1.91
adder cells (fa/ha/maj): 227 / 227 / 7.73
buffers and inverters: 431 / 622 / 4.64
flip-flops: 756 / 756 / 49.9
multiplexers: 448 / 448 / 19.0
other: 0 / 1 / 0
AND/OR/NAND/NOR: 754 / 754 / 7.73
## worst max-delay path, cell delays in order
cell and delay [ns]:
clkdlybuf4s50_1 0.47, buf_4 0.28, or2_2 0.17, buf_4 0.59, nand2_1 0.12, nand2_1 0.10
ha_1 0.16, inv_1 0.06, fa_1 0.46, nor2b_1 0.12, o21ai_0 0.12, a21boi_0 0.26
o21ai_0 0.16, a21boi_0 0.25, o21ai_0 0.14, a21boi_0 0.24, o21ai_0 0.12, nand2b_1 0.11
a21o_1 0.12, a21oi_1 0.07, xnor2_1 0.15, clkdlybuf4s50_1 0.47
## per-layer routing
layer / global-route usage, % / vias up / routed length, um
met5: 1.75 / - / 164
met4: 12.8 / 6 / 6880
li1: - / 13000 / -
met1: 51.6 / 15000 / 53400
met3: 21.1 / 362 / 21500
met2: 52.4 / 1935 / 68800
## through the flow
| step | hold slack (ns) | total power [uW] |
|---|---|---|
| 2_1_floorplan | 0.482 | 2010 |
| 4_1_cts | 0.547 | 3320 |
| 3_3_place_gp | 0.519 | 2570 |
| 5_1_grt | 0.572 | 3500 |
| 3_5_place_dp | 0.539 | 2570 |
| 6_report | 0.551 | 3320 |
## synthesized netlist by cell type (all sizes together) (16+ instances only)
cell type,number,area share [%]
xor2,29,0.57
clkbuf,111,0.93
nor3,35,0.39
a21oi,111,1.3
o211ai,18,0.30
buf,96,1.8
nand2,245,2.1
o21ai,133,1.5
nor2b,20,0.28
o22ai,38,0.53
mux4,318,16
edfxtp,720,48
fa,83,3.7
xnor2,60,1.2
a221oi,25,0.50
inv,220,1.8
dfxtp,36,1.6
nor2,246,2.1
a21o,43,0.72
nand4,18,0.25
nand2b,25,0.37
a211oi,28,0.48
a22oi,32,0.54
o221ai,18,0.39
mux2i,115,2.6
or2,23,0.32
ha,144,4.0
a22o,16,0.31
nand3,64,0.71
## how the worst min path moves through the flow
stage | start | endpoint | slack [ns] | cells after the start
4_1_cts | fp[0] | fp[0] | 0.55 | 2
5_1_grt | fp[0] | fp[0] | 0.57 | 2
6_report | fp[11] | fp[11] | 0.55 | 2
## cell type report
type,instances,area [sq um]
antenna,1,2.50
clock buffer,98,2100
clock inverter,50,554
fill,7017,38500
inverter,224,841
multi-input combinational,2114,20600
sequential,756,22400
tap,1165,1460
timing repair buffer,250,2060
Power figures rest on the tool's default switching activity, not on a simulated workload.
