<file path="config.mk">
export PLATFORM = sky130hd
export DESIGN_NAME = rect_copy_controller
export DESIGN_NICKNAME = rect_copy_controller
export VERILOG_FILES = /design/flow/design.v
export SDC_FILE = /design/flow/constraint.sdc
export NUM_CORES = 4
export LEC_CHECK = 1
export CORE_UTILIZATION = 40
</file>
<file path="constraint.sdc">
current_design rect_copy_controller

set clk_period 5.9
set clk_io_pct 0.2

create_clock -name clk0 -period $clk_period [get_ports {clk}]

set non_clock_inputs [all_inputs -no_clocks]
set_input_delay [expr $clk_period * $clk_io_pct] -clock clk0 $non_clock_inputs
set_output_delay [expr $clk_period * $clk_io_pct] -clock clk0 [all_outputs]
</file>
<file path="design.v">
module rect_copy_controller
#(
    parameter COORD_WIDTH = 16,
    parameter RECT_ADDR   = (1 << 13) - (1 << 6) * 6,
    parameter ADDR_WIDTH  = 13
)
(
    input wire                    clk,
    input wire                    reset,
    input wire                    copy_start,    
    output wire  [ADDR_WIDTH-1:0] mem_din_addr,  
    input  wire  [15:0]           mem_din,       
    output wire  [15:0]           mem_dout,       
    output wire  [2:0]            state_out,
    output wire  [9:0]            wait_counter_out,
    output wire  [3:0]            rect_counter_out,
    output wire  [1:0]            batch_counter_out,
    output wire                   batch_completed_out
);
reg   [15:0]      dout_reg;
logic [15:0]      dout_reg_new;
assign mem_dout = dout_reg;
reg   [ADDR_WIDTH-1:0] addr;
logic [ADDR_WIDTH-1:0] addr_new;
reg   [2:0] state;
logic [2:0] state_new;
localparam WAIT_FOR_START = 3'd0;
localparam READ_X = 3'd1;
localparam READ_WIDTH = 3'd2;
localparam READ_Y = 3'd3;
localparam READ_HEIGHT = 3'd4;
localparam READ_COLOR = 3'd5;
wire in_wait_for_start = state == WAIT_FOR_START;
wire in_read_x         = state == READ_X;
wire in_read_width     = state == READ_WIDTH;
wire in_read_height    = state == READ_HEIGHT;
wire in_read_color     = state == READ_COLOR;
reg   [1:0] localstate;
logic [1:0] localstate_new;
localparam CHECK_ABS = 2'd0;
localparam CALCULATE = 2'd1;
localparam SEND      = 2'd2;
wire in_send = localstate == SEND;
reg   [3:0] rect_counter;
logic [3:0] rect_counter_new;
reg   [9:0] wait_counter;
logic [9:0] wait_counter_new;
reg   [1:0] batch_counter;
logic [1:0] batch_counter_new;
wire last_batch = batch_counter == 2'b11;
reg batch_completed;
reg batch_completed_new;
reg   reading_abs;
logic reading_abs_new;
reg   [COORD_WIDTH-1:0] cursor_coord;
logic [COORD_WIDTH-1:0] cursor_coord_new;
reg   [COORD_WIDTH-1:0] buffer_reg;
logic [COORD_WIDTH-1:0] buffer_reg_new;
assign mem_din_addr = addr;
assign state_out = state;
assign wait_counter_out = wait_counter;
assign rect_counter_out = rect_counter;
assign batch_counter_out = batch_counter;
assign batch_completed_out = batch_completed;
wire [9:0]  to_compare = (in_read_x || in_read_width) ?
                            10'd640 :
                            (in_read_color ?
                                10'd16 :
                                10'd480);
wire        wait_complete = wait_counter_new >= to_compare;
always_comb begin
    casez ({in_wait_for_start, in_read_color, copy_start, (wait_complete && last_batch)})
        4'b1_0_1_?: state_new = READ_X;
        4'b0_1_?_1: state_new = WAIT_FOR_START;
        4'b0_0_?_1: state_new = state + 1;
        default:    state_new = state;
    endcase
end
always_comb begin
    casez ({in_wait_for_start, wait_complete, localstate})
        {1'b0, 1'b0, CHECK_ABS}: localstate_new = CALCULATE;
        {1'b0, 1'b0, CALCULATE}: localstate_new = SEND;
        {1'b0, 1'b0, SEND}:      localstate_new = CHECK_ABS;
        default:                 localstate_new = CHECK_ABS;
    endcase
end
always_comb begin
    casez ({in_send, wait_complete || batch_completed})
        2'b?1:   rect_counter_new = '0;
        2'b10:   rect_counter_new = rect_counter + 1;
        default: rect_counter_new = rect_counter;
    endcase
end
always_comb begin
    casez ({in_send && rect_counter == 4'd15, wait_complete})
        2'b?1:   batch_completed_new = 1'b0;
        2'b10:   batch_completed_new = 1'b1;
        default: batch_completed_new = batch_completed;
    endcase
end
always_comb begin
    case (wait_complete)
        1'b1: batch_counter_new = batch_counter + 1;
        default: batch_counter_new = batch_counter;
    endcase
end
always_comb begin
    case (batch_completed)
        1'b1:    wait_counter_new = wait_counter + 1;
        default: wait_counter_new = '0;
    endcase
end
wire  [ADDR_WIDTH-1:0] addr_sm_left = addr;
logic [ADDR_WIDTH-1:0] addr_sm_right;
assign addr_new = addr_sm_left + addr_sm_right;
wire [ADDR_WIDTH-1:0] addr_new_final = batch_completed_new ?
                                        (last_batch ?
                                            RECT_ADDR :
                                            addr
                                        ) :
                                        addr_new;
always_comb begin
    casez ({state, localstate, wait_complete})
        6'b000_??_0: addr_sm_right = copy_start ?
                                ADDR_WIDTH'(1) :
                                ADDR_WIDTH'(0);                      
        6'b001_??_1,                                                 
        6'b101_01_0,                                                 
        6'b001_10_0,                                                 
        6'b010_10_0: addr_sm_right = ADDR_WIDTH'(1);                 
        6'b010_??_1: addr_sm_right = (state_new == READ_Y ?
                                ADDR_WIDTH'(2) :
                                ADDR_WIDTH'(1));                     
        6'b011_??_1,                                                 
        6'b001_00_0,                                                 
        6'b010_00_0,                                                 
        6'b011_00_0,                                                 
        6'b100_00_0,                                                 
        6'b011_01_0,                                                 
        6'b100_01_0,                                                 
        6'b011_10_0,                                                 
        6'b100_10_0: addr_sm_right = ADDR_WIDTH'(2);                 
        6'b100_??_1: addr_sm_right = (state_new == READ_COLOR ?
                                ADDR_WIDTH'(5) :
                                ADDR_WIDTH'(2));                     
        6'b001_01_0,                                                 
        6'b010_01_0: addr_sm_right = ADDR_WIDTH'(3);                 
        6'b101_??_1,                                                 
        6'b101_10_0: addr_sm_right = ADDR_WIDTH'(5);                 
        default:     addr_sm_right = ADDR_WIDTH'(0);
    endcase
end
always_comb begin
    case (state != WAIT_FOR_START && localstate == CHECK_ABS)
        1'b1:    reading_abs_new = mem_din[0];
        default: reading_abs_new = reading_abs;
    endcase
end
always_comb begin
    case ({localstate == CALCULATE && reading_abs})
        1'b1:    cursor_coord_new = COORD_WIDTH'(mem_din);
        default: cursor_coord_new = cursor_coord;
    endcase
end
always_comb begin
    casez ({(in_read_width || in_read_height), localstate, (reading_abs || in_read_color)})
        4'b?_01_0: buffer_reg_new = mem_din + cursor_coord;
        4'b?_01_1: buffer_reg_new = mem_din;
        4'b1_10_?: buffer_reg_new = buffer_reg + mem_din;
        default:   buffer_reg_new = buffer_reg; 
    endcase
end
wire  [15:0] constant = ((in_read_x || in_read_width) ? 16'd640 : 16'd480);
logic [9:0]  clamped;
wire gte = $signed(buffer_reg >= constant);
always_comb begin
    casez ({buffer_reg[15], gte})
        2'b1?:    clamped = 0;
        2'b01:    clamped = constant[9:0];
        default:  clamped = buffer_reg[9:0];
    endcase
end
always_comb begin
    case (in_read_color)
        1'b0:    dout_reg_new = {6'b0, clamped};
        default: dout_reg_new = buffer_reg;
    endcase
end
always_ff @(posedge clk) begin
    if (reset) begin
        cursor_coord    <= COORD_WIDTH'(0);
        buffer_reg      <= 16'b0;
        addr            <= ADDR_WIDTH'(RECT_ADDR);
        state           <= WAIT_FOR_START;
        reading_abs     <= 1'b0;
        dout_reg        <= 16'b0;
        rect_counter    <= '0;
        wait_counter    <= '0;
        batch_counter   <= '0;
        batch_completed <= 1'b0;
        localstate      <= CHECK_ABS;
    end else begin
        cursor_coord    <= cursor_coord_new;
        buffer_reg      <= buffer_reg_new;
        addr            <= addr_new_final;
        state           <= state_new;
        reading_abs     <= reading_abs_new;
        dout_reg        <= dout_reg_new;
        rect_counter    <= rect_counter_new;
        wait_counter    <= wait_counter_new;
        batch_counter   <= batch_counter_new;
        batch_completed <= batch_completed_new;
        localstate      <= localstate_new;
    end
end
endmodule
</file>
<file path="run.sh">
#!/bin/bash
# OpenROAD 26Q1-2900-gdf79404cd8, Yosys 0.63+post, stock flow scripts
make -C /OpenROAD-flow-scripts/flow DESIGN_CONFIG=/design/flow/config.mk WORK_HOME=/design/flow/orfs finish
</file>
==> results.cfg <==
; yosys + openroad results
[outcome]
run_status = completed

[placement]
gpl.final_weighted_congestion = 0.891
detailedPlacementHpwl_microns = 8350
buffer_ports.inserted = 67
place_area_sq_um = 5620

[final_timing]
timing.final.hold_violations = 0
timing.slew.headroom_pct = 48.3
final_cycle_share_pct = 88.5
sum_neg_setup_slack_ps = 0
min_tclk_post_route_ps = 5220
clock_skew_ps = 7.08
finalSetupViolCount = 0
grt_setup_unrepaired = false
timing.fmax_mhz = 192
tightestPinTransition_ps = 771
report.final.slew_viol_count = 0

[critical_path]
r2r_setup_slack_ps = 680
max_stage_delay_ps = 630
critPathCaptureType = flip-flop
cp-start-kind = flip-flop
critPathBufInv = 2
timing.critical_path.required_ps = 6170
timing.setup.critical_path_class = flip-flop to flip-flop
critPathSlowestCell = sky130_fd_sc_hd__dfxtp_1
critical-path-top-cell-by-count = sky130_fd_sc_hd__ha_1
cp.arrival_ps = 5490
worstPathMaxFanout = 15
worstPathCellList = inv_1, ha_1, o21bai_1, ha_1, nand4_1, a211oi_1, buf_4, a21o_1, nand2_1, a221oi_1, o31ai_1, a41o_1, ha_1, a21o_1, a21oi_1, nor2_1, nand2_1, or4b_1, nor2_1, nor3_1, a31oi_1
critPathTopFamily = AND-OR/OR-AND gates

[detailed_routing]
drt.antenna.violating_nets = 0
detail_route.wirelength_microns = 11700
highest-signal-layer = met4
vias_per_cell = 5.46
wl_met1_microns = 5710
num_vias = 4306
drcViolationCount = 0
wl_met2_microns = 5380
route.antenna.diode_count = 0
detail_route.iter0.violations = 210
routed_wire_length_per_instance_microns = 14.9
dr.pass1.iters = 22
metal3_wl_microns = 496

[synthesis]
synth.ff_latch_count = 84
netlist.top_cell.by_area = sky130_fd_sc_hd__dfxtp_1
netlist_area_sq_um = 4830
post_synth_inst_count = 583
edf_count = 0
ys.flop_type = sky130_fd_sc_hd__dfxtp_1
ys_warn_count = 1
yosys-top-cells-area = sky130_fd_sc_hd__dfxtp_1 (35%), sky130_fd_sc_hd__ha_1 (9.1%), sky130_fd_sc_hd__nand2_1 (6.1%)
yosys.stat.seqShare_pct = 34.8
syn_avg_cell_area_sq_um = 8.29
synthDistinctLibCells = 64
post-synth-top-area-fraction_pct = 34.8
synth-cells-yosys = 583
yosysChipArea_sq_um = 4830
async_flop_share_pct = 0

[cts]
post_cts.repair.setup_buffers = 0
tritoncts = yes
clock.latency.late_pin_ps = 340
tritoncts.num_buffers = 9
clock_path_buffers = 2
cts.root.buffer_cell = sky130_fd_sc_hd__clkbuf_16
ctsHtreeMaxLevel = 3
numClockSinks = 84
postCtsHoldBufs = 0
clk_transition_reported_paths_ps = 60
cts_repair_resize_count = 0

[floorplanning]
floorplan.die_area_sq_um = 12500
row_count = 39
core_sq_um = 11600
io_pins = 68
die_height_microns = 112
die_width_microns = 112
initial_utilization_pct = 41.6

[layout]
finalInstanceArea_sq_um = 5910
drive_above_1_share_pct = 8.37
areaGrowthSynthToFinish_pct = 22.3
layout.core_utilization_pct = 50.9
footprint_of_the_multi_input_gates_sq_um = 2980
register_area_sq_um = 1680
fillCellCount = 1105

[global_route]
antenna_found_initial = 0
grt.total_usage_pct = 19.7
grt_max_degree = 55
via_count_of_the_first_global_routing_pass = 3976
global_route.overflow_total = 0
grt_pass1_wl_microns = 19500

[job]
number_of_openroad_warnings = 28
maxCapViolations = 0

[hold_path]
worstHoldPathType = flip-flop to flip-flop

[pwr]
irDropWorstVdd_uv = 148
cellLeakagePower_nw = 2.29
pwr_density_cell_nw_per_um2 = 219
metrics by stage:
| step | instances | setup slack [ps] | total power, mW | hold slack [ps] |
|---|---|---|---|---|
| after floorplan | 583 | 1340 | 0.701 | 426 |
| after global placement | 772 | 835 | 0.763 | 439 |
| after detailed placement | 772 | 737 | 0.764 | 444 |
| after CTS | 788 | 674 | 1.31 | 453 |
| after global routing | 788 | 176 | 1.35 | 479 |
| final | 788 | 678 | 1.29 | 453 |
tightest hold or removal path: stages (launching register included):
cell and delay, ps:
sky130_fd_sc_hd__dfxtp_1 310, sky130_fd_sc_hd__nand2_1 50, sky130_fd_sc_hd__a21oi_1 50
power breakdown:
group          switching, mW  internal, mW
clock network          0.235         0.308
registers             0.0185         0.586
logic                 0.0734        0.0726
synth_stat cells, types with 4 or more instances:
| cell type | instances |
|---|---|
| sky130_fd_sc_hd__a31oi_1 | 6 |
| sky130_fd_sc_hd__dfxtp_1 | 84 |
| sky130_fd_sc_hd__clkbuf_1 | 22 |
| sky130_fd_sc_hd__nor3_1 | 17 |
| sky130_fd_sc_hd__mux2i_1 | 5 |
| sky130_fd_sc_hd__o21bai_1 | 4 |
| sky130_fd_sc_hd__nand2b_1 | 6 |
| sky130_fd_sc_hd__o21ai_1 | 10 |
| sky130_fd_sc_hd__a21oi_1 | 46 |
| sky130_fd_sc_hd__a21o_1 | 8 |
| sky130_fd_sc_hd__a311oi_1 | 10 |
| sky130_fd_sc_hd__mux2_2 | 16 |
| sky130_fd_sc_hd__xor2_1 | 9 |
| sky130_fd_sc_hd__nor4_1 | 4 |
| sky130_fd_sc_hd__or3_1 | 6 |
| sky130_fd_sc_hd__nand3_1 | 16 |
| sky130_fd_sc_hd__o31ai_1 | 5 |
| sky130_fd_sc_hd__ha_1 | 35 |
| sky130_fd_sc_hd__and3_1 | 8 |
| sky130_fd_sc_hd__nand4_1 | 5 |
| sky130_fd_sc_hd__buf_2 | 5 |
| sky130_fd_sc_hd__and2_1 | 10 |
| sky130_fd_sc_hd__xnor2_1 | 17 |
| sky130_fd_sc_hd__nor2b_1 | 6 |
| sky130_fd_sc_hd__a211oi_1 | 9 |
| sky130_fd_sc_hd__nor2_1 | 64 |
| sky130_fd_sc_hd__nand2_1 | 78 |
| sky130_fd_sc_hd__o21ai_0 | 9 |
| sky130_fd_sc_hd__inv_1 | 15 |
| sky130_fd_sc_hd__nor3b_1 | 4 |
placed cells by master, fill, tap and decap left out, drive strengths merged, types with 4 or more instances in the layout:
| cell | count |
|---|---|
| and2 | 10 |
| a311oi | 10 |
| mux2 | 16 |
| nor3 | 17 |
| a21o | 8 |
| nor4 | 4 |
| dfxtp | 84 |
| inv | 16 |
| and3 | 8 |
| o21ai | 20 |
| or3 | 6 |
| a211oi | 10 |
| o31ai | 5 |
| nand2b | 6 |
| xnor2 | 17 |
| a21oi | 48 |
| clkbuf | 11 |
| buf | 7 |
| nor2 | 64 |
| mux2i | 5 |
| a31o | 4 |
| a31oi | 6 |
| xor2 | 9 |
| o21bai | 4 |
| nor3b | 4 |
| clkdlybuf4s50 | 66 |
| nand4 | 5 |
| nand3 | 16 |
| nand2 | 78 |
| ha | 35 |
| nor2b | 6 |
metal layers:
layer,up-vias,global-route usage [%]
met2,91,31.8
met3,11,3.16
li1,2187,-
met5,-,0
met1,2017,29.1
met4,0,2.52
final cells by class:
cell class	instances	share of cell area, %
flip-flops and latches	84	28.5
multi-input cells	455	50.5
clock inverters	5	0.614
inverters	17	1.08
well taps	143	3.03
repair buffers	73	12.0
clock buffers	11	4.28
logic make-up (layout without fill, tap and decap cells):
logic type | Yosys count | count (layout) | share of synthesized area (%)
muxes | 21 | 21 | 4.76
AOI/OAI and AO/OA | 138 | 138 | 19.8
adders and majority gates | 37 | 37 | 9.89
and+or+nand+nor | 233 | 233 | 22.5
buffers and inverters | 44 | 106 | 3.55
DFF | 84 | 84 | 34.8
xor gates and xnor gates | 26 | 26 | 4.71
final timing paths:
check,endpoint,from,cells past startpoint
min,cursor_coord[8]$_SDFFE_PP0P_,cursor_coord[8]$_SDFFE_PP0P_,2
max,addr[11]$_SDFFE_PP1P_,state[0]$_SDFF_PP0_,21
max reg2reg,addr[11]$_SDFFE_PP1P_,state[0]$_SDFF_PP0_,21
min reg2reg,cursor_coord[8]$_SDFFE_PP0P_,cursor_coord[8]$_SDFFE_PP0P_,2
Power is estimated from default activity; no workload was simulated.
